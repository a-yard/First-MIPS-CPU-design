==> flow/run.sh <==
#!/bin/bash
# OpenROAD 26Q1-2900-gdf79404cd8, Yosys 0.63+post, stock flow scripts
make -C /OpenROAD-flow-scripts/flow DESIGN_CONFIG=/design/flow/config.mk WORK_HOME=/design/flow/orfs finish
==> flow/config.mk <==
export PLATFORM = sky130hd
export DESIGN_NAME = ALU
export DESIGN_NICKNAME = ALU
export VERILOG_FILES = /design/flow/design.v
export SDC_FILE = /design/flow/constraint.sdc
export NUM_CORES = 4
export LEC_CHECK = 1
export CORE_UTILIZATION = 40
==> flow/constraint.sdc <==
current_design ALU

set clk_period 18.7
set clk_io_pct 0.2

create_clock -name clk0 -period $clk_period

set non_clock_inputs [all_inputs -no_clocks]
set_input_delay [expr $clk_period * $clk_io_pct] -clock clk0 $non_clock_inputs
set_output_delay [expr $clk_period * $clk_io_pct] -clock clk0 [all_outputs]
==> flow/design.v <==
`timescale 1ns / 1ps
module ALU(
    input [31:0]A,
    input [31:0]B,
    output reg[31:0]result,
    input [5:0]opcode
    );
    wire signed [31:0] signed_A;
    assign signed_A = A;
    wire signed [31:0] signed_B;
    assign  signed_B = B;
    wire signed [63:0] tmp;
    assign tmp = signed_B * signed_A;
    always@(*)
    begin
        case(opcode)
            6'b000000:
                result=A;
            6'b000001:
                result=A+B;
            6'b000010:
                result = (~B+1)+A;
            6'b000011:
                result = A&B;
            6'b000100:
                result = A | B;
            6'b000101:
                result = A^B;
            6'b000110:
                result = B<<A;
            6'b000111:
                result = ($signed(B)) >>> A;  
            6'b001000:
                result = B>>A;
            6'b001001:
                if(($signed(A)-$signed(B))<0)
                    result = 32'h1;
                else 
                    result = 32'h0;
            6'b001010:
                if(((A-B)>>31)==32'b1)
                    result = 32'h1;
                else 
                    result = 32'h0; 
            6'b001011:
                begin
                    result = tmp[31:0];
                end   
            default:
                result=32'b0;
        endcase
    end
endmodule
==> results_dict.tcl <==
# implementation run metrics
set metrics [dict create \
    drive_gt1_share_pct 5.17 \
    portBuffers 102 \
    synth_chip_area_mm2 0.0247 \
    synth_warnings 1 \
    setup.worst_path.end_class "output pin" \
    die-area_mm2 0.0629 \
    core_mm2 0.0607 \
    synthCells 3277 \
    cts_resized 0 \
    crit_type "in2out" \
    fmax_mhz 61.9 \
    io_pins 102 \
    final_cell_area_mm2 0.0265 \
    crit_fanout 14 \
    finalHoldViolations 0 \
    internal_power_uw 3130 \
    post-route-util_pct 43.6 \
    globalplace.congestion 1.09 \
    wl_per_cell_um 27.1 \
    track_usage_pct 36.8 \
    antenna_left 0 \
    ys_seq_share_pct 0 \
    die_x_um 251 \
    timing.final.crit_share_pct 86.4 \
    power.switching_uw 4880 \
    worstMarginPinSlew_ns 1.05 \
    nClkBuffers 0 \
    syn_to_final_growth_pct 6.89 \
    grt_pass1_vias 24600 \
    regArea_um2 0 \
    grt_first_pass_wirelength_mm 162 \
    holdWs_ns 8.74 \
    drv_slew 0 \
    grt_max_degree 67 \
    via_count 24400 \
    tool_warnings 95 \
    crit_required_ns 14.96 \
    postCtsSetupRepairBufs 0 \
    synth.distinct_cells 103 \
    fin_setup_tns_ns 0 \
    wirelength_mm 109 \
    leakage_uw 0.0124 \
    placed_cell_area_mm2 0.0264 \
    num_rows 90 \
    whs_path_depth 5 \
    cap_violations 0 \
    viasPerCell 6.05 \
    seq_cell_count 0 \
    setup_viol 0 \
    start_kind "input port" \
    grt_overflow_total 0 \
    fill_cells 6189 \
    fp-utilization_pct 40.8 \
    rsz0062_at_grt "no" \
    fin_crit_ns 16.15 \
    syn_avg_cell_area_um2 7.55 \
    hold_class "in2out" \
    ys_cells 3277 \
    ctsHoldBuffers 0 \
    die_h_um 251 \
    outcome "completed" \
    antenna_found_initial 3 \
    syn_area_mm2 0.0247 \
    cp.arrival_ns 12.41 \
    drtIter0Drc 2533 \
    dp_hpwl_mm 83.7 \
    slew_headroom_pct 29.7 \
    drc_errors 0 \
    switching_share_pct 60.9 \
    dr.pass1.iters 10 \
    peakVddDrop_v 0.000620 \
    power.density_mw_per_mm2 303 \
]
==> placed cells by master, fill, tap and decap left out, types with 13 or more instances in the layout <==
cell,count
a211o_1,13
a211oi_1,50
a21o_1,27
a21oi_1,148
a221o_1,20
a221oi_1,24
a22oi_1,28
a31oi_1,16
and2_1,19
buf_4,91
clkdlybuf4s50_1,98
fa_1,410
ha_1,245
inv_1,505
mux2_2,14
mux2i_1,40
nand2_1,291
nand2b_1,27
nand3_1,28
nor2_1,534
nor2b_1,13
nor3_1,49
nor4_1,15
o211ai_1,29
o21a_1,17
o21ai_0,166
o221ai_1,17
o22ai_1,21
or3_1,13
xnor2_1,72
xor2_1,14
==> synth_stat cells, types with 19 or more instances <==
master    number  share of area (%)
nor2_1       538                8.2
inv_1        505                7.7
fa_1         410                 33
nand2_1      291                4.4
ha_1         245                 12
o21ai_0      166                3.4
a21oi_1      148                3.0
clkbuf_1     148                2.2
xnor2_1       72                2.5
a211oi_1      50                1.5
nor3_1        50                1.0
mux2i_1       40                1.6
buf_1         36               0.55
o211ai_1      29               0.88
a22oi_1       28               0.85
nand3_1       28               0.57
a21o_1        27               0.82
nand2b_1      27               0.68
a221oi_1      24               0.85
o22ai_1       21               0.53
a221o_1       20               0.81
buf_2         20               0.40
and2_1        19               0.48
==> cell type report <==
type	instances	area (um^2)	share of cell area, %
inverter	519	1950	7.37
tap	782	978	3.70
antenna	1	2.50	0.00946
timing repair buffer	193	1680	6.37
multi-input combinational	2538	21800	82.6
==> path summary, 6_finish.rpt <==
kind,start,to,slack [ns]
setup / recovery,A[15],result[24],2.55
hold / removal,A[0],result[0],8.74
==> cells by family after synthesis <==
| kind of cell | after synthesis | synth area share, % |
|---|---|---|
| XOR/XNOR | 86 | 3.04 |
| AND-OR/OR-AND | 701 | 19.3 |
| multiplexers | 58 | 2.59 |
| buffers and inverters | 739 | 11.8 |
| adder cells (fa/ha/maj) | 655 | 45.6 |
| AND/OR/NAND/NOR | 1038 | 17.7 |
==> power by group through the flow <==
stage	Sequential, uW	Clock (uW)	Combinational [uW]
4_1_cts	0	0	7780
5_1_grt	0	0	8740
==> critical path: stages <==
cell,delay (ns)
clkdlybuf4s50_1,0.91
inv_1,0.52
nor2_1,0.26
fa_1,0.46
fa_1,0.51
inv_1,0.05
fa_1,0.45
fa_1,0.49
fa_1,0.56
inv_1,0.05
fa_1,0.45
fa_1,0.53
fa_1,0.45
ha_1,0.37
nand2b_1,0.12
o21ai_0,0.24
a222oi_1,0.35
o211ai_1,0.23
a211oi_1,0.25
o21ai_1,0.09
nor3_1,0.38
o41ai_1,0.15
a211o_1,0.35
clkdlybuf4s50_1,0.44
==> routing by layer <==
| metal | share of wire (%) | vias to the layer above | global-route usage, % |
|---|---|---|---|
| li1 | - | 10700 | - |
| met1 | 37 | 11600 | 49.1 |
| met2 | 40 | 1737 | 50.2 |
| met3 | 16 | 366 | 18.3 |
| met4 | 6.8 | 6 | 18.6 |
| met5 | 0.086 | - | 0.309 |
==> stage by stage <==
stage / instances / total power [uW] / setup WS [ns]
CTS: 4032 / 7780 / 2.72
finish: 4033 / 8010 / 2.55
floorplan: 3277 / 5290 / 3.83
global placement: 4032 / 7770 / 2.74
detailed placement: 4032 / 7690 / 2.75
global route: 4032 / 8740 / 2.28
Power and IR drop assume default switching activity.
