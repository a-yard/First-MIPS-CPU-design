`run.sh`:
```
#!/bin/bash
# OpenROAD 26Q1-2900-gdf79404cd8, Yosys 0.63+post, stock flow scripts
make -C /OpenROAD-flow-scripts/flow DESIGN_CONFIG=/design/flow/config.mk WORK_HOME=/design/flow/orfs finish
```
`config.mk`:
```
export PLATFORM = sky130hd
export DESIGN_NAME = RF
export DESIGN_NICKNAME = RF
export VERILOG_FILES = /design/flow/design.v
export SDC_FILE = /design/flow/constraint.sdc
export NUM_CORES = 4
export LEC_CHECK = 1
export CORE_UTILIZATION = 30
```
`constraint.sdc`:
```
current_design RF

set clk_period 7.4
set clk_io_pct 0.2

create_clock -name clk0 -period $clk_period [get_ports {clk}]

set non_clock_inputs [all_inputs -no_clocks]
set_input_delay [expr $clk_period * $clk_io_pct] -clock clk0 $non_clock_inputs
set_output_delay [expr $clk_period * $clk_io_pct] -clock clk0 [all_outputs]
```
`design.v`:
```
`timescale 1ns / 1ps
module RF(
    input wire clk,
    input wire rst,
    input wire [4:0]rs_addr,
    input wire[4:0]rt_addr,
    input wire[4:0]rd_addr,
    input wire rs_en,
    input wire rt_en,
    input wire rd_en,
    output reg[31:0]rs_data,
    output reg[31:0]rt_data,
    input wire [31:0]rd_data
    );
    reg [31:0]RF[31:0];
     initial begin
         RF[5'h0]=32'b0;
                    RF[5'h1]=32'b0;
                    RF[5'h2]=32'b0;
                    RF[5'h3]=32'b0;
                    RF[5'h4]=32'b0;
                    RF[5'h5]=32'b0;
                    RF[5'h6]=32'b0;
                    RF[5'h7]=32'b0;
                    RF[5'h8]=32'b0;
                    RF[5'h9]=32'b0;
                    RF[5'ha]=32'b0;
                    RF[5'hb]=32'b0;
                    RF[5'hc]=32'b0;
                    RF[5'hd]=32'b0;
                    RF[5'he]=32'b0;
                    RF[5'hf]=32'b0;
                    RF[5'h10]=32'b0;
                    RF[5'h11]=32'b0;
                    RF[5'h12]=32'b0;
                    RF[5'h13]=32'b0;
                    RF[5'h14]=32'b0;
                    RF[5'h15]=32'b0;
                    RF[5'h17]=32'b0;
                    RF[5'h18]=32'b0;
                    RF[5'h19]=32'b0;
                    RF[5'h1a]=32'b0;
                    RF[5'h1b]=32'b0;
                    RF[5'h1c]=32'b0;
                    RF[5'h1d]=32'b0;
                    RF[5'h1e]=32'b0;
                    RF[5'h1f]=32'b0;
    end
    always@(*)
        begin
            if(rst==1'b1)
                begin
                    rs_data=32'b0;
                end
            else 
                begin
                    if(rs_addr==5'b0)
                begin
                    rs_data=32'b0;
                end
            else 
                begin
                    if(rs_en==1'b1)
                        rs_data=RF[rs_addr];
                    else
                        rs_data=32'b0;    
                end
                end
        end
   always@(*)
       begin
           if(rst==1'b1)
               begin
                   rt_data=32'b0;
               end
           else 
               begin
                   if(rt_addr==5'b0)
                       begin
                           rt_data=32'b0;
                       end
                   else
                       begin
                           if(rt_en==1'b1)
                               rt_data=RF[rt_addr];
                           else
                                 rt_data=32'b0;
                       end
               end
       end
    always@(posedge clk)
        begin
            if(rst==1'b0)
                begin
                    if(rd_addr!=5'b0 && rd_en==1'b1)
                        begin
                            RF[rd_addr]<=rd_data;
                        end
                end
        end
endmodule
```
==> job_summary.md <==
## PnR job results

| Metric | Value |
|---|---|
| Hold_buf cts | `0` |
| Top non-seq family | `multiplexers` |
| Status | `completed` |
| Share of flip-flops with an asynchronous set or reset after synthesis | `0%` |
| CP max stage delay | `0.91 ns` |
| Compound Share, Synth | `5.20%` |
| Log Warnings | `26` |
| Multiplexer share | `26.3%` |
| Main flop type | `edfxtp_1` |
| Row Count | `146` |
| CP max FO | `31` |
| Min cycle time layout | `6.59 ns` |
| Fillers | `14802` |
| CP required | `5.92 ns` |
| Layout area overhead | `15.4%` |
| Startpoint Class | `input pin` |
| First-pass GRT wire length | `215000 um` |
| Slowest cell on crit path | `nor4b_1` |
| CTS H-tree depth | `3` |
| Root Buffer | `clkbuf_16` |
| Layout cells sized above 1 | `27.7%` |
| Placed Area | `52600 sq um` |
| Yosys stat chip area | `48400 sq um` |
| Clock-pin transition on the worst setup and hold timing paths | `0.06 ns` |
| Post-Synthesis Cell Area | `48400 sq um` |
| Vias | `27382` |
| Number of max-cap violations | `0` |
| Synth warnings | `1` |
| Setup tns final | `0 ns` |
| Clock tree from TritonCTS | `built` |
| Final Max Tran Viols | `0` |
| Sink Count | `1024` |
| Antenna violations before repair | `12` |
| Initial DRC count | `1765` |
| RSZ-0062 raised after global routing | `false` |
| Post-Synth Simple-Gate Area | `2.56%` |
| CTS max path bufs | `3` |
| Post-route ant nets | `0` |
| Post-Synth XOR/XNOR Area | `0%` |
| Maximum number of pins on one net before global-route repair | `88` |
| Core Area | `159000 sq um` |
| Hold_ws | `1.60 ns` |
| Total gr overflow | `0` |
| Worst slew margin | `39.3%` |
| Crit path cell chain | `clkdlybuf4s50_1 -> nor4b_1 -> o31ai_4 -> buf_4 -> o22ai_1 -> a31o_1 -> clkdlybuf4s50_1` |
| Registers, synthesis | `1024` |
| Reg with most FFs | `RF` |
| Setup crit end kind | `output port` |
| PD cells | `226 nW/um^2` |
| Top flop regs | `RF (1024)` |
| Yosys Instances | `2624` |
| Num CTS Buffers | `98` |
| First-pass DRT Iterations | `5` |
| FF+latch area | `30700 sq um` |
| Die x size | `404 um` |
| Commonest Layout Cell | `edfxtp_1` |
| Vias per cell | `5.45` |
| Peak supply drop | `173 uV` |
| Post-route cell area | `55800 sq um` |
| Post-route total power | `12600 uW` |
| Drt wl/cell | `29.8 um` |
| Crit path top cell by count | `clkdlybuf4s50_1` |
| Die height | `404 um` |
| GPL Wtd Cong | `0.886` |
| Post-Route WL | `150000 um` |
| Input/output buffers | `115` |
| Hold WC Path Type | `in2reg` |
| Number of global-route vias before repair | `29922` |
| DIE AREA | `163000 sq um` |
| Final routed DRC violation total | `0` |
| CP Data Arrival Time | `5.11 ns` |
| EDFF count, synth | `1024` |
| Setup Viol. Count Final | `0` |
| Synth Seq Share | `63.6%` |
| Post-synth cell types | `49` |
| MI comb area | `16900 sq um` |
| Cycle use final | `89.0%` |
| Leak pwr | `0.0179 uW` |
| Adder share | `0%` |
| FMAX | `152 MHz` |
| Max reg flops | `1024` |
| Final Hold Vio Count | `0` |
| Mean Syn Cell Area | `18.4 sq um` |
| Cell count after synthesis | `2624` |
| GRT Util Overall | `19.7%` |
| Boundary pin count | `116` |
| Total setup buffers inserted after CTS | `0` |
| Most instantiated logic cells after routing | `1024 x edfxtp_1, 368 x mux4_2, 329 x mux2i_1, 132 x buf_4, 106 x clkdlybuf4s50_1` |
| Worst-Margin Slew | `0.909 ns` |
| Post-detail-place hpwl | `91100 um` |
| FP Core Util | `30.4%` |
| WS Path Type | `in2out` |
| Post-CTS Resized | `0` |
-- metrics by stage --
step                setup WS (ns)  instances  util, %
floorplan                    3.01       2655        -
global placement            0.785       4843     33.0
detailed placement          0.815       4843     33.0
CTS                         0.781       5026     35.0
global route                0.645       5026     35.0
finish                      0.811       5027     35.0
-- worst max-delay path: cells and delay by family --
family                 cells  cell delay, ns
AND-OR/OR-AND              3            0.98
buffers and inverters      3            1.71
AND/OR/NAND/NOR            1            0.91
-- worst paths after layout --
path / startpoint / to / cells after the start / slack, ns
setup / recovery: rst / rs_data[12] / 7 / 0.81
hold / removal: rd_data[28] / RF[28][28] / 2 / 1.60
-- cells in the mapped netlist, types with 2 or more instances --
library cell | instances | share of area (%)
and3b_1 | 2 | 0.036
o21ai_0 | 18 | 0.19
a32oi_1 | 11 | 0.20
nor3b_2 | 2 | 0.052
edfxtp_1 | 1024 | 64
o22ai_1 | 67 | 0.87
a211o_1 | 2 | 0.036
nand2_1 | 64 | 0.50
nand4_1 | 2 | 0.026
mux2_2 | 100 | 2.3
o32a_1 | 20 | 0.41
nand2b_1 | 6 | 0.078
a41o_1 | 3 | 0.062
nor3b_1 | 15 | 0.23
mux2i_1 | 329 | 6.8
a31oi_1 | 11 | 0.14
buf_6 | 17 | 0.40
nor2b_1 | 44 | 0.57
and2_0 | 7 | 0.091
buf_1 | 10 | 0.078
nor2_1 | 72 | 0.56
a22oi_1 | 87 | 1.4
a21oi_1 | 15 | 0.16
buf_2 | 76 | 0.79
and2_1 | 6 | 0.078
nand3b_1 | 2 | 0.031
clkbuf_1 | 71 | 0.55
o21ai_1 | 10 | 0.10
a21o_1 | 31 | 0.48
a31o_1 | 31 | 0.56
nor3_1 | 10 | 0.10
o31ai_1 | 16 | 0.25
nand3_1 | 8 | 0.083
a211oi_1 | 17 | 0.26
buf_4 | 37 | 0.57
mux4_2 | 368 | 17
-- area by class of cell --
type,instances,share of cell area (%)
sequential,1024,55.1
multi-input combinational,1420,30.3
clock buffer,120,4.62
antenna,1,0.00448
clock inverter,63,1.11
tap,2146,4.81
timing repair buffer,253,4.12
-- where the power goes --
| group | internal, uW | total [uW] | switching, uW |
|---|---|---|---|
| clock network | 2870 | 5070 | 2200 |
| logic | 470 | 1090 | 623 |
| registers | 6430 | 6460 | 21.5 |
| total | 9770 | 12600 | 2850 |
-- cells by family after synthesis --
kind of cell / after synthesis
AOI/OAI and AO/OA: 344
other: 1
and+or+nand+nor: 247
DFF: 1024
muxes: 797
buffers and inverters: 211
-- layer usage --
| metal | vias to the layer above | global-route usage [%] | part of all wire [%] |
|---|---|---|---|
| met5 | - | 0.476 | 0.15 |
| met4 | 24 | 5.20 | 3.4 |
| met3 | 282 | 14.3 | 16 |
| met2 | 1772 | 29.3 | 46 |
| met1 | 13899 | 23.0 | 34 |
| li1 | 11405 | - | - |
Power is estimated from default activity; no workload was simulated.
