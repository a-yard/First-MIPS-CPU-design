--- config.mk ---
export PLATFORM = sky130hd
export DESIGN_NAME = AccessStorage
export DESIGN_NICKNAME = AccessStorage
export VERILOG_FILES = /design/flow/design.v
export SDC_FILE = /design/flow/constraint.sdc
export NUM_CORES = 4
export LEC_CHECK = 1
export CORE_AREA = 10 10 118 118
export DIE_AREA = 0 0 128 128
--- run.sh ---
#!/bin/bash
# OpenROAD 26Q1-2900-gdf79404cd8, Yosys 0.63+post, stock flow scripts
make -C /OpenROAD-flow-scripts/flow DESIGN_CONFIG=/design/flow/config.mk WORK_HOME=/design/flow/orfs finish
--- constraint.sdc ---
current_design AccessStorage

set clk_period 5.6
set clk_io_pct 0.2

create_clock -name clk0 -period $clk_period

set non_clock_inputs [all_inputs -no_clocks]
set_input_delay [expr $clk_period * $clk_io_pct] -clock clk0 $non_clock_inputs
set_output_delay [expr $clk_period * $clk_io_pct] -clock clk0 [all_outputs]
--- design.v ---
`timescale 1ns / 1ps
 (* DONT_TOUCH = "yes" *)
module AccessStorage(
    inout wire[31:0] base_ram_data,   
    output wire[19:0] base_ram_addr,  
    output wire[3:0] base_ram_be_n,   
    output wire base_ram_ce_n,        
    output wire base_ram_oe_n,        
    output wire base_ram_we_n,        
    inout wire[31:0] ext_ram_data,   
    output wire[19:0] ext_ram_addr,  
    output wire[3:0] ext_ram_be_n,   
    output wire ext_ram_ce_n,        
    output wire ext_ram_oe_n,        
    output wire ext_ram_we_n,        
    input wire rst,
    input wire[31:0]IM_addr,
    input wire[31:0]DM_addr,
    input wire cpu_R_en,
    input wire cpu_W_en,
    input wire [31:0]IN_DM,
    output reg[31:0]IM_out,
    output reg[31:0]DM_out,
    output wire pc_stop,
    input wire [3:0]cpu_EX_MEM_AccessStorage_manner,
    input wire AccessStorage_valid
    );
wire in_base_addr;
assign in_base_addr=(DM_addr>=32'h80000000&&DM_addr<=32'h803fffff)?1'b1:1'b0;
wire in_ext_addr;
assign in_ext_addr =  (DM_addr>=32'h80400000&&DM_addr<=32'h807fffff)?1'b1:1'b0;
wire base_data_z;
wire ext_data_z;
assign pc_stop =(AccessStorage_valid==1'b1 && in_base_addr && (cpu_R_en==1'b0 || cpu_W_en==1'b0))?1'b1:1'b0;
assign base_ram_data=(AccessStorage_valid==1'b1 && base_data_z==1'b0 )?IN_DM:32'bz;
assign base_data_z = ( AccessStorage_valid==1'b1 &&in_base_addr && (cpu_R_en==1'b1 && cpu_W_en==1'b0))?1'b0:1'b1;
assign base_ram_addr = (AccessStorage_valid==1'b1 && in_base_addr&& (cpu_R_en==1'b0 || cpu_W_en==1'b0))?{DM_addr[21:2]}:{{2{1'b0}},IM_addr[21:2]};
assign base_ram_be_n = 4'b0;
assign base_ram_ce_n = 1'b0;
assign base_ram_oe_n = (AccessStorage_valid==1'b1 && in_base_addr&& (cpu_R_en==1'b0 || cpu_W_en==1'b0))?cpu_R_en:1'b0; 
assign base_ram_we_n = (AccessStorage_valid==1'b1 && in_base_addr&& (cpu_R_en==1'b0 || cpu_W_en==1'b0))?cpu_W_en:1'b1; 
always@(*)
    begin
        if(!(AccessStorage_valid==1'b1 && in_base_addr && (cpu_R_en ==1'b0 || cpu_W_en==1'b0)))
            begin
                IM_out=base_ram_data;
            end
        else    
            begin
                IM_out=IM_out;
            end
    end
wire [31:0]DM_out_DATA;
assign DM_out_DATA=(AccessStorage_valid==1'b1 && in_base_addr && (cpu_R_en==1'b0 && cpu_W_en==1'b1))?base_ram_data:ext_ram_data;
always@(*)
    begin
        if(rst==1'b1)
            begin
                DM_out=32'b0;
            end
        else
            begin
                case(cpu_EX_MEM_AccessStorage_manner)
                    4'b0000:
                        begin
                            DM_out=DM_out_DATA;
                        end
                    4'b1110:
                        begin
                            DM_out={{24{1'b0}},DM_out_DATA[7:0]};
                        end
                    4'b1101:
                        begin
                            DM_out={{24{1'b0}},DM_out_DATA[15:8]};
                        end
                    4'b1011:
                        begin
                            DM_out={{24{1'b0}},DM_out_DATA[23:16]};
                        end
                    4'b0111:
                        begin
                            DM_out={{24{1'b0}},DM_out_DATA[31:24]};
                        end
                endcase
            end
    end
assign ext_ram_data = (ext_data_z==1'b1)?32'bz:IN_DM;
assign ext_data_z = (in_ext_addr && (cpu_R_en==1'b1 && cpu_W_en==1'b0))?1'b0:1'b1;
assign ext_ram_addr = {DM_addr[21:2]};
assign ext_ram_be_n = 4'b0;
assign ext_ram_ce_n = (AccessStorage_valid==1'b1 && in_ext_addr&&(cpu_R_en==1'b0 || cpu_W_en==1'b0))?1'b0:1'b1;
assign ext_ram_oe_n = (in_ext_addr&& (cpu_R_en==1'b0 && cpu_W_en==1'b1))?cpu_R_en:1'b1;
assign ext_ram_we_n = (in_ext_addr&& (cpu_R_en==1'b1 && cpu_W_en==1'b0))?cpu_W_en:1'b1;
endmodule
==> flow_summary_export.csv <==
group,metric,value,unit
outcome,status,"did not finish",
outcome,haltStage,"clock tree synthesis (4_1_cts)",
outcome,firstError,"[error] [KeplerFormal.cpp:679] Workflow failed: Iso has multiple drivers: .IN_DM0, input61.X0",
logic_synthesis,netlist_area,0.002685,mm^2
logic_synthesis,top_area_frac,0.3579,
logic_synthesis,synth-edff-count,0,
place,placed_cells,549,
floorplan,io_pins,287,
logic_synthesis,numSynthFlops,64,
logic_synthesis,synth_cells,299,
timing,untimed_endpoints,128,
logic_synthesis,yosysChipArea,0.002685,mm^2
floorplan,die_h,128,um
logic_synthesis,yosys_warnings,3,
place,hpwl,9.109,mm
clock_tree,cts_resized,0,
floorplan,fp_util,0.2352,
logic_synthesis,ys_async_sr_fraction,0,
clock_tree,cts_hold_buf,0,
place,placed_area,0.004160,mm^2
place,io_buffer_count,200,
floorplan,die_w,128,um
logic_synthesis,ys_types,29,
logic_synthesis,netlist.top_cell.by_area,"dlxtn_1",
logic_synthesis,synth.area.top_cells,"dlxtn_1 (36%), buf_4 (26%), mux2_4 (9.5%)",
logic_synthesis,avgSynthCellArea,8.980,um^2
logic_synthesis,ys_cells,299,
floorplan,rows,39,
place,gp_congestion,0.7948,
timing,unclocked_regs,64,
logic_synthesis,flop_cell,"dlxtn_1",
clock_tree,cts_setup_buffers,0,
==> Yosys cell counts (2+ instances only) <==
cell type and instances:
nor2_1 27, buf_6 2, mux2_4 17, nand2_1 26, clkbuf_1 4, buf_4 94
nand4b_1 2, nand3b_1 17, inv_1 3, xnor2_1 2, buf_2 5, mux2_2 3
or3_1 2, a21oi_1 9, a221o_1 8, nand3_1 2, dlxtn_1 64
==> metrics by stage <==
step                worst slack [ns]  utilization
global placement               1.041       0.3643
detailed placement             1.015       0.3643
floorplan                      2.301            -
==> cell families after synthesis <==
group,Yosys count,share of synthesized area
compound gates,20,0.05778
xor+xnor,2,0.006525
buf+inv,108,0.2903
latches,64,0.3579
mux,20,0.1076
other cells,1,0.001397
simple gates,84,0.1785
